==> design.v <==
module alu(
       alu_da,
       alu_db,
       alu_ctl,
       alu_zero,
       alu_overflow,
       alu_dc   
        );
	  input [31:0]    alu_da;
    input [31:0]    alu_db;
    input [3:0]     alu_ctl;
    output          alu_zero;
    output          alu_overflow;
    output reg [31:0]   alu_dc;
wire subctr;
wire sigctr;
wire ovctr;
wire [1:0] opctr;
wire [1:0] logicctr;
wire [1:0] shiftctr;
assign subctr = (~ alu_ctl[3]  & ~alu_ctl[2]  & alu_ctl[1]) | ( alu_ctl[3]  & ~alu_ctl[2]);
assign opctr = alu_ctl[3:2];
assign ovctr = alu_ctl[0] & ~ alu_ctl[3]  & ~alu_ctl[2] ;
assign sigctr = alu_ctl[0];
assign logicctr = alu_ctl[1:0]; 
assign shiftctr = alu_ctl[1:0]; 
reg [31:0] logic_result;
always@(*) begin
    case(logicctr)
	2'b00:logic_result = alu_da & alu_db;
	2'b01:logic_result = alu_da | alu_db;
	2'b10:logic_result = alu_da ^ alu_db;
	2'b11:logic_result = ~(alu_da | alu_db);
	endcase
end 
wire [4:0]     alu_shift;
wire [31:0] shift_result;
assign alu_shift=alu_db[4:0];
shifter shifter(.alu_da(alu_da),
                .alu_shift(alu_shift),
				.shiftctr(shiftctr),
				.shift_result(shift_result));
wire [31:0] bit_m,xor_m;
wire add_carry,add_overflow;
wire [31:0] add_result;
assign bit_m={32{subctr}};
assign xor_m=bit_m^alu_db;
adder adder(.a(alu_da),
            .b(xor_m),
			.cin(subctr),
			.alu_ctl(alu_ctl),
			.add_carry(add_carry),
			.add_overflow(add_overflow),
			.add_zero(alu_zero),
			.add_result(add_result));
assign alu_overflow = add_overflow & ovctr;
wire [31:0] slt_result;
wire less_m1,less_m2,less_s,slt_m;
assign less_m1 = add_carry ^ subctr;
assign less_m2 = add_overflow ^ add_result[31];
assign less_s = (sigctr==1'b0)?less_m1:less_m2;
assign slt_result = (less_s)?32'h00000001:32'h00000000;
always @(*) 
begin
  case(opctr)
     2'b00:alu_dc<=add_result;
     2'b01:alu_dc<=logic_result;
     2'b10:alu_dc<=slt_result;
     2'b11:alu_dc<=shift_result; 
  endcase
end
endmodule
module shifter(input [31:0] alu_da,
               input [4:0] alu_shift,
			   input [1:0] shiftctr,
			   output reg [31:0] shift_result);
     wire [5:0] shift_n;
	 assign shift_n = 6'd32 - shiftctr;
     always@(*) begin
	   case(shiftctr)
	   2'b00:shift_result = alu_da << alu_shift;
	   2'b01:shift_result = alu_da >> alu_shift;
	   2'b10:shift_result = ({32{alu_da[31]}} << shift_n) | (alu_da >> alu_shift);
	   default:shift_result = alu_da;
	   endcase
	 end
endmodule
module adder(input [31:0] a,
             input [31:0] b,
			 input cin,
			 input [3:0] alu_ctl,
			 output add_carry,
			 output add_overflow,
			 output add_zero,
			 output [31:0] add_result);
    assign {add_carry,add_result}=a+b+cin;
   assign add_zero = ~(|add_result);
   assign add_overflow=((alu_ctl==4'b0001) & ~a[31] & ~b[31] & add_result[31]) 
                      | ((alu_ctl==4'b0001) & a[31] & b[31] & ~add_result[31])
                      | ((alu_ctl==4'b0011) & a[31] & ~b[31] & ~add_result[31]) 
					  | ((alu_ctl==4'b0011) & ~a[31] & b[31] & add_result[31]);
endmodule
==> run.sh <==
#!/bin/bash
# OpenROAD 26Q1-2900-gdf79404cd8, Yosys 0.63+post, stock flow scripts
make -C /OpenROAD-flow-scripts/flow DESIGN_CONFIG=/design/flow/config.mk WORK_HOME=/design/flow/orfs finish
==> config.mk <==
export PLATFORM = sky130hd
export DESIGN_NAME = alu
export DESIGN_NICKNAME = alu
export VERILOG_FILES = /design/flow/design.v
export SDC_FILE = /design/flow/constraint.sdc
export NUM_CORES = 4
export LEC_CHECK = 1
export CORE_UTILIZATION = 50
==> constraint.sdc <==
current_design alu

set clk_period 29.7
set clk_io_pct 0.2

create_clock -name clk0 -period $clk_period

set non_clock_inputs [all_inputs -no_clocks]
set_input_delay [expr $clk_period * $clk_io_pct] -clock clk0 $non_clock_inputs
set_output_delay [expr $clk_period * $clk_io_pct] -clock clk0 [all_outputs]
==> job_summary.md <==
### Metrics collected by this job

| Metric | Value |
|---|---|
| Final hold viol count | `0` |
| Starting density of the core | `approximately half` |
| Maximum capacitance violations | `0` |
| Num ports | `about 100` |
| Number of global-route vias before repair | `~9500` |
| Die extent in x | `136 µm` |
| Number of vias per cell | `6.82` |
| Antenna cells | `0` |
| Final WL | `between 30 and 40 mm` |
| Wirelength per Cell | `23.7 µm` |
| Worst setup EP type | `output port` |
| Critical Path Fanout Max | `around 66` |
| WP data arrival | `11.05 ns` |
| Synth warn | `2` |
| CTS Hold Buffers Added | `0` |
| GRT Total Usage | `40.9%` |
| Routing usage on met1 | `about 57%` |
| Tool warning count | `about 70` |
| Status | `finished clean` |
| Antenna violations before repair | `0` |
| Final setup vio count | `0` |
| GR Layer Usage met2 | `approximately 64%` |
| Worst setup margin | `12.71 ns` |
| Vias | `around 11000` |
| Critical path destination | `alu_zero` |
| Top Layout Cells | `124 x o21ai_0, 124 x a21oi_1, 115 x nand2_1, 115 x nor2_1, 99 x ha_1` |
| Die Area | `around 18000 µm²` |
| Core Box Area | `17400 µm²` |
| Antenna viol nets, final | `0` |
| Worst VDD drop | `about 0.000015 V` |
| Global route hottest layer | `met2` |
| Crit Path Category | `in2out` |
| DRC Markers | `0` |
| Rel. slew slack | `~37%` |
| Syn Inst Count | `around 1300` |
| Layout cells sized above 1 | `~8.4%` |
| P_leak | `between 4 and 5 nW` |
| Clock Buffer Count | `0` |
| Final Max Tran Viols | `0` |
| Global-route wire length before repair | `roughly 56 mm` |
| Startpoint types | `input pin` |
| Die Y | `approximately 140 µm` |
| Cell count listed in synth_stat.txt | `1305` |
| YS chip area | `8920 µm²` |
| Layout area overhead | `12.0%` |
| Minimum clock period | `about 17 ns` |
| Hold Path Class | `in2out` |
| Routability-driven placement congestion ratio | `approximately 1.1` |
| Largest net degree at the start of global routing | `71` |
| Register area share after synthesis | `0%` |
| Fin Setup TNS | `0 ns` |
| Period utilization | `around 57%` |
| Post-CTS Setup Inserts | `0` |
| Dpl ws | `about 13 ns` |
| Met3 Usage GRT | `under 10%` |
| Cell Rows | `around 48` |
| Post-CTS resize count | `0` |
| Seq_cells | `0` |
| Mapped Avg Cell Area | `6.83 µm²` |
| Register Area | `0 µm²` |
| Unique masters post-synth | `roughly 78` |
| Worst Path Required | `23.76 ns` |
| Worst-margin pin slew | `0.930 ns` |
| DRT iter0 DRCs | `1100` |
| Unrepaired setup endpoints after global routing | `no` |
| Port bufs | `slightly above 100` |
| GRT overflow | `0` |
| Power per standard cell area | `about 25 nW/µm²` |
| Mapped cell area | `~8900 µm²` |
| Worst Setup SP | `alu_ctl[2]` |
| Max Fclk | `slightly below 0.06 GHz` |
| DR pass1 iterations | `5` |
| Hpwl dp | `~28 mm` |
critical path: stages:
cell	delay (ns)
buf_2	0.08
buf_4	0.58
o21bai_4	0.25
buf_4	0.48
o21ai_0	0.21
fa_1	0.45
a21oi_1	0.19
o221a_2	0.30
o221ai_1	0.24
o22ai_1	0.58
o31ai_1	0.17
a21oi_1	0.24
xnor2_1	0.17
or4b_1	0.47
nor2_1	0.15
clkdlybuf4s50_1	0.49
cell usage after synthesis, drive strengths merged, types with 6 or more instances:
cell,n,area share (%)
o22ai,22,1.5
ha,101,14
a21boi,6,0.55
nor2b,35,2.5
xor2,11,1.3
a211oi,24,2.0
o221ai,10,0.98
mux4,40,10
nor3,34,1.9
a221oi,33,3.3
nor2,115,4.8
o21ai,127,7.1
o21a,9,0.76
nand4,10,0.70
clkbuf,87,3.7
nand2,115,4.8
a21o,10,0.84
nor4,8,0.56
o311ai,6,0.59
a2111oi,7,0.76
buf,26,1.2
mux2i,59,6.6
a21oi,126,7.2
a31oi,14,1.2
inv,82,3.5
and3,8,0.56
o211ai,16,1.3
xnor2,38,3.7
mux2,19,2.4
nand3,18,1.0
o32ai,6,0.59
how the worst min path moves through the flow:
stage               from      endpoint  slack (ns)  depth (start not counted)
CTS           alu_ctl[3]  alu_overflow       12.90                          4
global route  alu_ctl[3]    alu_dc[26]       12.96                          4
finish        alu_ctl[3]  alu_overflow       12.91                          4
metal layers:
| layer | part of all wire [%] | wire, µm |
|---|---|---|
| met1 | 41 | 15000 |
| met2 | 45 | 16500 |
| met3 | 10 | 3680 |
| met4 | 4.2 | 1530 |
| met5 | 0 | 0 |
layout make-up:
class | instances | area, µm²
Fill cell | 1685 | 7370
Inverter | 84 | 315
Multi-Input combinational cell | 1108 | 8190
Tap cell | 225 | 282
Timing Repair Buffer | 129 | 1210
through the flow:
stage                     hold WS (ns)  power, mW  instance area, µm²  instances  utilization, %
final                            12.91      0.247                9990       1546            57.5
after global routing             12.96      0.267                9990       1546            57.5
after CTS                        12.90      0.241                9990       1546            57.5
after detailed placement         12.90      0.240                9990       1546            57.5
after global placement           12.90      0.240                9990       1546            57.5
after floorplan                  11.97      0.158                8920       1305               -
power breakdown:
group	leakage [nW]	internal [mW]	switching, mW
combinational	4.03	0.100	0.147
clock	0	0	0
sequential	0	0	0
cells by family after synthesis:
family,count (synthesis),share of synthesized area [%]
XOR/XNOR,49,5.02
buffers and inverters,197,8.39
AND/OR/NAND/NOR,380,19.9
multiplexers,118,19.1
AND-OR/OR-AND,459,33.1
adder cells (fa/ha/maj),102,14.4
Power and IR drop assume default switching activity.
