<file path="design/flow/config.mk">
export PLATFORM = sky130hd
export DESIGN_NAME = pc_reg
export DESIGN_NICKNAME = pc_reg
export VERILOG_FILES = /design/flow/design.v
export SDC_FILE = /design/flow/constraint.sdc
export NUM_CORES = 4
export LEC_CHECK = 1
export CORE_AREA = 10 10 88 88
export DIE_AREA = 0 0 98 98
</file>
<file path="design/flow/constraint.sdc">
current_design pc_reg

set clk_period 1.0
set clk_io_pct 0.2

create_clock -name clk0 -period $clk_period [get_ports {clk}]

set non_clock_inputs [all_inputs -no_clocks]
set_input_delay [expr $clk_period * $clk_io_pct] -clock clk0 $non_clock_inputs
set_output_delay [expr $clk_period * $clk_io_pct] -clock clk0 [all_outputs]
</file>
<file path="design/flow/design.v">
module pc_reg(
	clk,
	rst_n,
	pc_new,
	pc_out
    );
	input clk;
	input rst_n;
	input [31:0]pc_new;
	output reg [31:0]pc_out;
	always@(posedge clk or negedge rst_n)
	begin
		if(!rst_n)
			pc_out<=32'd0;
		else
			pc_out<=pc_new;
	end	
endmodule
</file>
<file path="design/flow/run.sh">
#!/bin/bash
# OpenROAD 26Q1-2900-gdf79404cd8, Yosys 0.63+post, stock flow scripts
make -C /OpenROAD-flow-scripts/flow DESIGN_CONFIG=/design/flow/config.mk WORK_HOME=/design/flow/orfs finish
</file>
==> metrics.csv <==
metric,value,unit
synth_top_area_share,1.00,
clk_pin_slew_worst_paths,0.07,ns
grt_pass1_wl,3.75,mm
grt_max_degree,33,
critPathLaunch,pc_out[23]$_DFF_PN0_,
comb_area,0,sq um
holdCritPathClass,in2async,
drc_errors,0,
grt_pass1_vias,610,
grt_overflow,0,
critPathLaunchType,flop,
edf_count,0,
regMostFlops,pc_out,
yosys_most_used_dff,dfrtp_1,
crit_path_end_kind,output pin,
yosysChipArea,801,sq um
ys_seq_frac,1.00,
finalMaxSlewViolations,0,
path_class,reg2out,
io_buffers,65,
core-area,0.00592,sq mm
htree_levels,2,
wl_per_cell,13.6,um
antennaDiodeCount,0,
io_pins,66,
numSynthFlops,32,
clock_path_buffers,2,
die_x,98,um
min_period,0.965,ns
cts_tree,yes,
detail_route.vias_per_cell,2.96,
slowest_delay,0.37,ns
violations,hold timing,
critPathTopFamily,flip-flops,
peakVddDrop,0.000670,V
fmax,1.04,GHz
async_flop_share,1.00,
synth.largest_area_cell,dfrtp_1,
cp.arrival,0.76,ns
yosys_warnings,1,
warnings,28,
outcome,finished with violations,
drive_above_1_share,0.396,
synth.distinct_cells,1,
max_slew_margin,0.882,
holdWs,-0.145,ns
drt_iter0_drc,5,
cts.sinks,32,
cts_setup_buffers,0,
synthToLayoutAreaGrowth,88.8,%
logic_gate_count,0,
firstDrtPassIters,2,
crit_buf_inv,1,
crit_fanout,1,
finalNonFillerCells,181,
syn_inst,32,
gp_congestion,0.788,
largest_reg_flops,32,
wl,2.46,mm
grt_usage,0.0502,
rsz0062_at_grt,yes,
place_inst,173,
dr_total_vias,536,
dieHeight,98,um
antenna_found_initial,0,
worst_slew_pin_slew,0.176,ns
initial_core_util,0.135,
ys_cells,32,
finalHoldViolations,32,
cap_violations,0,
crit_required,0.80,ns
num_rows,28,
top_regs,pc_out (32),
fin_util,0.255,
ant_nets,0,
setup_viol,0,
fp.dieArea,0.00960,sq mm
synth.avg_cell_area,25.0,sq um
common_cells,dfrtp_1 (32),
top_cells_by_area,dfrtp_1 (100%),
cpMaxStageDelayCell,dfrtp_1,
p_leak,0.691,nW
finalClockPeriodUsage,0.965,
cts_buffers,5,
most_common_cell,dfrtp_1,
netlist_area,801,sq um
clockRootBuffer,clkbuf_8,
p_per_area,1850,mW/mm^2
cp_cell_sequence,buf_2,
==> repair_timing <==
item,CTS,global route
endpoints found under the setup margin,32,7
hold endpoints to repair,32,32
gates resized,98,0
==> layout by cell type, fill, tap and decap left out <==
cell / instances
bufinv_16: 1
buf_2: 33
clkbuf_8: 5
clkinv_2: 1
clkinvlp_4: 1
dfrtp_1: 32
clkdlybuf4s50_1: 32
buf_12: 1
==> metrics by stage <==
stage	setup WS [ns]	instance area, sq um	setup TNS, ns	power [mW]	hold WS [ns]
after floorplan	0.488	801	0	1.38	-0.0956
after global placement	0.00683	1560	0	1.68	0.165
after detailed placement	-0.000343	1560	-0.000343	1.69	0.175
after CTS	0.0131	1510	0	2.88	-0.149
after global routing	-0.0163	1510	-0.0467	2.96	-0.145
final	0.0355	1510	0	2.79	-0.145
==> per-layer routing <==
metal,vias up,part of all wire,GRT usage
li1,243,-,-
met1,248,0.38,0.0600
met2,43,0.46,0.0701
met3,2,0.14,0.0370
met4,0,0.020,0.0134
met5,-,0,0
==> power by group <==
| group | switching (mW) | internal (mW) |
|---|---|---|
| clock network | 0.473 | 0.736 |
| logic | 0.0534 | 0.158 |
| registers | 0.0130 | 1.36 |
| total | 0.539 | 2.25 |
==> kinds of logic after synthesis <==
logic type,synth area share
flops,1.00
==> worst paths after layout <==
path	endpoint	slack, ns	depth (start not counted)
max in group asynchronous	pc_out[13]$_DFF_PN0_	0.96	2
worst max-delay path	pc_out[23]	0.04	1
min in group clk0	pc_out[23]$_DFF_PN0_	0.35	1
worst min-delay path	pc_out[17]$_DFF_PN0_	-0.14	2
==> layout make-up <==
class,instances,area (sq um)
tap,75,93.8
sequential,32,801
clock inverter,3,42.5
timing repair buffer,66,505
clock buffer,5,68.8
fill,629,4410
Power is estimated from default activity; no workload was simulated.
